## /design/flow/design.v

```verilog
`timescale 			1ns/1ps
`default_nettype 	none
module clkmux_2x1 (
    input   wire    rst_n,
    input   wire    clk0, 
    input   wire    clk1,
    input   wire    sel,
    output  wire    clko
);
    reg Q1a, Q1b, Q2a, Q2b;
    wire q1a_in, q2a_in;
    assign clko = (clk0 & Q1b) | (clk1 & Q2b);
    wire  Q2b_bar = ~Q2b;
    wire  Q1b_bar = ~Q1b;
    wire  sel_bar = ~sel;
    assign q1a_in = Q2b_bar & sel_bar;
    assign q2a_in = Q1b_bar & sel;
    always @(posedge clk0 or negedge rst_n) 
        if (~rst_n) 
            Q1a <= 1'b0; 
        else 
            Q1a <= q1a_in;
    always @(negedge clk0 or negedge rst_n) 
        if (~rst_n) 
            Q1b <= 1'b0; 
        else 
            Q1b <= Q1a;
    always @(posedge clk1 or negedge rst_n) 
        if (~rst_n) 
            Q2a <= 1'b0; 
        else 
            Q2a <= q2a_in;
    always @(negedge clk1 or negedge rst_n) 
        if (~rst_n) 
            Q2b <= 1'b0; 
        else 
            Q2b <= Q2a;
endmodule
module clkmux_4x1 (
    input   wire        rst_n,
    input   wire        clk0, 
    input   wire        clk1, 
    input   wire        clk2, 
    input   wire        clk3,
    input   wire [1:0]  sel,
    output  wire        clko
);
    wire clko1, clko2;
    clkmux_2x1 m1(  
                    .rst_n(rst_n),
                    .clk0(clk0), 
                    .clk1(clk1), 
                    .clko(clko1), 
                    .sel(sel[0])
                );
    clkmux_2x1 m2(  
                    .rst_n(rst_n),
                    .clk0(clk2), 
                    .clk1(clk3), 
                    .clko(clko2), 
                    .sel(sel[0])
                );
    clkmux_2x1 m3(  
                    .rst_n(rst_n),
                    .clk0(clko1), 
                    .clk1(clko2), 
                    .clko(clko), 
                    .sel(sel[1])
                );
endmodule
```

## /design/flow/run.sh

```bash
#!/bin/bash
# OpenROAD 26Q1-2900-gdf79404cd8, Yosys 0.63+post, stock flow scripts
make -C /OpenROAD-flow-scripts/flow DESIGN_CONFIG=/design/flow/config.mk WORK_HOME=/design/flow/orfs finish
```

## /design/flow/config.mk

```make
export PLATFORM = sky130hd
export DESIGN_NAME = clkmux_4x1
export DESIGN_NICKNAME = clkmux_4x1
export VERILOG_FILES = /design/flow/design.v
export SDC_FILE = /design/flow/constraint.sdc
export NUM_CORES = 4
export LEC_CHECK = 1
export CORE_AREA = 10 10 70 70
export DIE_AREA = 0 0 80 80
```

## /design/flow/constraint.sdc

```tcl
current_design clkmux_4x1

set clk_period 1.4
set clk_io_pct 0.2

create_clock -name clk0 -period $clk_period [get_ports {clk0}]
create_clock -name clk1 -period $clk_period [get_ports {clk1}]
create_clock -name clk2 -period $clk_period [get_ports {clk2}]
create_clock -name clk3 -period $clk_period [get_ports {clk3}]

set non_clock_inputs [all_inputs -no_clocks]
set_input_delay [expr $clk_period * $clk_io_pct] -clock clk0 $non_clock_inputs
set_output_delay [expr $clk_period * $clk_io_pct] -clock clk0 [all_outputs]
```

==> CHANGELOG.md <==
## Flow update

- RSZ-0062 raised after global routing: yes
- Leakage: 0.0004563 uW
- Slew Limit Fails: 0
- Power Dens Cells: 2668 nW/um^2
- Status: complete, but fails checks
- Gr ovfl total: 0
- 1st-iter DRT viols: 14
- R2r endpoint: m1.Q2a$_DFF_PN0_
- Wire per inst: 12.84 um
- Synth Seq Share: 84.21%
- Global-route wire length before repair: 2704 um
- Max Fanout on Critical Path: 2
- First drt pass iteration count: 4
- Flops & latches, synth: 12
- Post-DP Area: 474.2 um^2
- Syn_area_per_cell: 16.98 um^2
- OpenROAD warning count: 31
- Crit. End Element: primary output
- Logic area: 61.31 um^2
- Vias/cell: 3.489
- Top Layout Cells: clkbuf_4 (45), clkbuf_1 (6), dfrtp_1 (6), dfrtn_1 (6), buf_4 (5)
- Post-route setup TNS: -1492 ps
- Yosys stat chip area: 356.6 um^2
- Crit path DRT: 1120 ps
- I/O Buffers: 4
- Num rows: 21
- R2R depth: 2
- Total wire length: 1682 um
- Non-filler cells, final: 131
- DR vias: 457
- Overall Power: 2410 uW
- CTS tree: yes
- Initial antenna violation count: 0
- Diodes inserted: 0
- Chip Footprint: 6400 um^2
- Final worst setup slack: -1346 ps
- Post-route clock skew: 141.3 ps
- Largest net degree at the start of global routing: 8
- HPWL Detailed: 487.7 um
- Worst Setup Start Kind: flop
- Sequential Area: 300.3 um^2
- Fp util: 10.44%
- GRT Util Overall: 6.628%
- Worst VDD drop: 0.001148 V
- Max-cap viol count: 0
- Distinct cells, synth: 5
- Syn. warnings: 1
- Fillers: 361
- Final setup violation count: 6
- Die height: 80 um
- Layout area overhead: 153.3%
- Layout Utilization: 26.45%
- Crit path DAT: 2470 ps
- Number of global-route vias before repair: 741
- Failing checks: negative setup slack
- Yosys cell count: 21
- Gpl congestion: 0.6592
- Layout cells sized above 1: 64.71%
- Most numerous logic cell after layout: clkbuf_4
- Layout Cell Area excl Fill: 903.4 um^2
- Placed cells: 72
- Core area: 3416 um^2
- Die X: 80 um
- Final antenna-violating net count: 0
- Critical setup path kind: reg2out
- Final hold violation count: 0
- Relative slew slack: 79.90%
- RR Startpoint: m1.Q1b$_DFF_NN0_
- Min-delay worst type: in2async
- Worst-path clk slew: 30 ps
- IO Count: 8
- FF-to-FF setup slack: -60 ps
- Worst Max-Slew Pin Slew: 300.6 ps
- Synthesized netlist cell count: 21
- Synthesized area: 356.6 um^2
- Residual DRC count: 0
logic make-up (layout without fill, tap and decap cells):
group           count (synthesis)  in the layout  share of synthesized area [%]
compound gates                  3              3                          7.370
buf+inv                         0             64                              0
flops                          12             12                          84.21
simple gates                    6              6                          8.421
registers in the layout, summed over array words and instances, names as in the netlist:
name,flops
m1.Q2b,1
m3.Q1a,1
m3.Q1b,1
m3.Q2a,1
m1.Q1a,1
m2.Q2a,1
m1.Q1b,1
m1.Q2a,1
m3.Q2b,1
m2.Q2b,1
m2.Q1b,1
m2.Q1a,1
worst max-delay path, stage by stage, from the launching register on:
cell,delay [ps]
dfrtn_1,350
a22o_1,240
clkbuf_4,140
a22o_1,180
buf_2,120
synth_stat cells:
cell type | n | area [um^2]
dfrtp_1 | 6 | 150.1
dfrtn_1 | 6 | 150.1
a22o_1 | 3 | 26.28
nor2_1 | 3 | 11.26
nor2b_1 | 3 | 18.77
worst max-delay path by stage:
stage / from / end / slack [ps] / depth (start not counted)
after CTS: m2.Q1b$_DFF_NN0_ / clko / -1390 / 4
after global routing: m1.Q1b$_DFF_NN0_ / clko / -1440 / 4
final: m1.Q1b$_DFF_NN0_ / clko / -1350 / 4
power breakdown:
part           switching [uW]  internal (uW)
Sequential               11.6            328
Combinational            18.5           29.2
Clock                     549           1470
timing repair:
item / in CTS / in global routing
buffers inserted: 5 / 1
gates resized: 4 / 3
endpoints found under the hold margin: 6 / 1
pin swaps: 3 / 3
hold buffers: 1 / 1
setup endpoints to repair: 2 / 6
final cells by class:
class,count,area share [%]
sequential,12,33.24
timing repair buffer,9,10.66
multi-input combinational,9,6.787
tap,46,6.371
clock buffer,55,42.94
stage by stage:
step / hold WS [ps] / setup WS [ps]
6_report: 198.2 / -1346
5_1_grt: 161.4 / -1437
2_1_floorplan: -15.59 / -317.1
3_3_place_gp: 620.5 / -720.4
3_5_place_dp: 617.5 / -733.9
4_1_cts: 16.27 / -1388
routing by layer:
layer  up-vias  GRT usage, %  share of wire (%)
li1        193             -                  -
met1       197         4.396                 36
met2        45         3.371                 34
met3        22         12.84                 20
met4         0         11.27                9.8
met5         -             0                  0
No activity file was given, so power comes from the tool's default toggle rates.
